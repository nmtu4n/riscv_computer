===== design/flow/design.v =====
module data_memory #(
  parameter int unsigned DMEM_W = 10
) (
  input  logic [DMEM_W-1:0] paddr_i  ,
  input  logic              penable_i,
  input  logic              pwrite_i ,
  input  logic [31:0]       pwdata_i ,
  input  logic [3:0]        pstrb_i  ,
  output logic [31:0]       prdata_o ,
  input  logic              clk_i   ,
  input  logic              rst_ni
);
  logic unused;
  assign unused = |paddr_i[1:0];
  logic [3:0][7:0] dmem [0:2**(DMEM_W-2)-1];
  always_ff @(posedge clk_i) begin : proc_data
    if (penable_i && pwrite_i) begin
      if (pstrb_i[0]) begin
        dmem[paddr_i[DMEM_W-1:2]][0] <= pwdata_i[ 7: 0];
      end
      if (pstrb_i[1]) begin
        dmem[paddr_i[DMEM_W-1:2]][1] <= pwdata_i[15: 8];
      end
      if (pstrb_i[2]) begin
        dmem[paddr_i[DMEM_W-1:2]][2] <= pwdata_i[23:16];
      end
      if (pstrb_i[3]) begin
        dmem[paddr_i[DMEM_W-1:2]][3] <= pwdata_i[31:24];
      end
    end
  end
  assign prdata_o = dmem[paddr_i[DMEM_W-1:2]];
endmodule : data_memory

===== design/flow/constraint.sdc =====
current_design data_memory

set clk_period 54.7
set clk_io_pct 0.2

create_clock -name clk0 -period $clk_period [get_ports {clk_i}]

set non_clock_inputs [all_inputs -no_clocks]
set_input_delay [expr $clk_period * $clk_io_pct] -clock clk0 $non_clock_inputs
set_output_delay [expr $clk_period * $clk_io_pct] -clock clk0 [all_outputs]

===== design/flow/config.mk =====
export PLATFORM = sky130hd
export DESIGN_NAME = data_memory
export DESIGN_NICKNAME = data_memory
export VERILOG_FILES = /design/flow/design.v
export SDC_FILE = /design/flow/constraint.sdc
export NUM_CORES = 4
export LEC_CHECK = 1
export CORE_UTILIZATION = 40
export SYNTH_MEMORY_MAX_BITS = 65536

===== design/flow/run.sh =====
#!/bin/bash
# OpenROAD 26Q1-2900-gdf79404cd8, Yosys 0.63+post, stock flow scripts
make -C /OpenROAD-flow-scripts/flow DESIGN_CONFIG=/design/flow/config.mk WORK_HOME=/design/flow/orfs finish

==> results_dict.tcl <==
# yosys + openroad results
set metrics [dict create \
    worstSetupEndpointType "primary output" \
    critPathRequiredTime_ns 43.76 \
    worst_setup_hold_path_clk_slew_ns 0.06 \
    grt_usage_pct 22.2 \
    finalPower_mw 12.7 \
    numCtsBuffers 774 \
    ys_types 21 \
    cp-start-kind "input pin" \
    yosys_warnings 1 \
    grt_pass1_wl_um 1140000 \
    syn_inst 14000 \
    routed_wirelength_um 791000 \
    hold_depth 1 \
    n_fill_cell 63400 \
    comb_area_um2 62800 \
    rows 324 \
    cts_hold_repair.buffers 0 \
    ys.flop_type "edfxtp_1" \
    detail-route-antenna-nets 0 \
    core_area_um2 778000 \
    timing_hold_violations_final 0 \
    area_growth_pct 12.5 \
    holdPathEnd "dmem[95][0]" \
    ys_area_um2 312000 \
    cts_setup_buffers 0 \
    ctsResizeCount 0 \
    drive_gt1_share_pct 25.1 \
    synth_area_um2 312000 \
    hold_path_startpoint "pwdata_i[0]" \
    min_path_type "in2reg" \
    fin_util_pct 45.2 \
    dieArea_um2 784000 \
    grt_max_degree 151 \
    edf_count 8192 \
    finalCritPeriodShare_pct 54.6 \
    numPortBuffers 78 \
    initCoreUtil_pct 40.1 \
    cp.arrival_ns 18.91 \
    postSynth.asyncResetShare_pct 0 \
    p_leak_nw 105 \
    place_area_um2 327000 \
    layout_setup_ws_ns 24.85 \
    viasPerCell 5.72 \
    power_density_nw_per_um2 36.2 \
    gp_congestion 0.886 \
    ios 82 \
    largest_reg_flops 8192 \
    rsz0062_at_grt "false" \
    dp.final_hpwl_um 471000 \
    drt_iter0_drc 9969 \
    slew-limit-headroom_pct 24.7 \
    drtPass1Iterations 23 \
    max_freq_mhz 33.5 \
    cap_violations 0 \
    status "finished clean" \
    final_max_slew_viol_count 0 \
    route.detailed.drc 0 \
    ys_cells 14000 \
    worst_pin_slew_ns 1.13 \
    cts-root-buf "clkbuf_16" \
    ir_worst_vdd_v 0.0000380 \
    final.min_clock_period_ns 29.85 \
    cts_tree "yes" \
    cts.sinks 8192 \
    warnings 65 \
    final_area_um2 351000 \
    die_w_um 886 \
    vias 145000 \
    htreeDepth 6 \
    setup_violations 0 \
    grt.overflow.total 0 \
    antenna_found_initial 52 \
    post-place-ws_ns 24.61 \
    grt_pass1_vias 161000 \
    cts_buffer_depth 4 \
    detail_route.wl_per_cell_um 31.1 \
    cp_max_fo 93 \
    flop_area_um2 246000 \
    final.setup.tns_ns 0 \
    postSynthSeqShare_pct 78.8 \
    worstSetupPathType "in2out" \
    avgSynthCellArea_um2 22.2 \
    fp.dieH_um 886 \
    numSynthFlops 8192 \
]
## per-layer routing
layer / vias up / part of all wire (%) / global-route usage, % / wire (um)
met5: - / 0.091 / 0.666 / 718
met4: 54 / 3.9 / 6.85 / 31200
met3: 1309 / 17 / 16.3 / 132000
met2: 7965 / 48 / 32.6 / 377000
met1: 75300 / 32 / 26.9 / 251000
li1: 60700 / - / - / -
## critical path, stage by stage
cell             delay (ns)
buf_16                 0.38
buf_4                  0.62
buf_4                  0.58
buf_4                  0.65
buf_4                  0.49
buf_4                  0.56
buf_4                  0.56
buf_4                  0.56
buf_4                  0.62
mux4_2                 0.40
a22oi_1                0.38
a21oi_1                0.18
o41ai_2                0.76
nand4_1                0.28
clkdlybuf4s50_1        0.57
## cells in the final DEF (no fill, tap or decap), types with 21 or more instances in the layout
cell	instances
clkinvlp_4	21
inv_6	23
edfxtp_1	8192
clkinv_1	169
nor2_1	1036
nand2_1	44
nand4_1	32
a21oi_1	512
o41ai_2	36
mux4_2	2048
diode_2	29
nand2_2	48
a22oi_1	1024
clkdlybuf4s50_1	44
buf_4	511
o41ai_1	92
buf_8	32
clkbuf_1	171
clkbuf_16	786
bufinv_16	66
clkinv_2	142
## cell usage after synthesis (6+ instances only)
cell type | count | share of area [%]
nand2_1 | 106 | 0.13
clkbuf_1 | 597 | 0.72
a22oi_1 | 1024 | 2.5
buf_6 | 32 | 0.12
buf_2 | 178 | 0.29
o41ai_1 | 128 | 0.36
nor2_1 | 1039 | 1.2
and3_1 | 7 | 0.014
a21oi_1 | 512 | 0.82
edfxtp_1 | 8192 | 79
buf_4 | 33 | 0.079
nand2b_1 | 6 | 0.012
buf_1 | 90 | 0.11
nor2b_1 | 8 | 0.016
nand4_1 | 32 | 0.064
mux4_2 | 2048 | 15
## power by group
part	leakage, nW	total (mW)	switching, mW	internal (mW)
Clock	12.0	5.24	2.30	2.95
Sequential	73.6	6.91	0.000814	6.91
Combinational	19.8	0.571	0.378	0.194
Total	105	12.7	2.67	10.0
## cell type report
cell class	instances	share of cell area [%]
antenna	29	0.0206
clock buffer	957	5.78
clock inverter	453	1.20
multi-input combinational	4924	17.9
sequential	8192	70.0
tap	10300	3.66
timing repair buffer	608	1.48
## stage by stage
stage	instances	hold slack, ns
6_report	25400	10.20
5_1_grt	25400	10.13
4_1_cts	25400	10.10
3_5_place_dp	24000	11.36
3_3_place_gp	24000	11.35
2_1_floorplan	14000	11.04
## cells by family (layout without fill, tap and decap cells)
logic type	Yosys count	in the layout	share of synthesized area, %
other cells	0	29	0
mux	2048	2048	14.8
buf+inv	930	2018	1.31
flops	8192	8192	78.8
compound gates	1664	1664	3.64
simple gates	1212	1212	1.51
## how the worst max path moves through the flow
| stage | from | to | depth (start not counted) |
|---|---|---|---|
| after global routing | paddr_i[2] | prdata_o[12] | 15 |
| after CTS | paddr_i[2] | prdata_o[12] | 15 |
| final | paddr_i[3] | prdata_o[12] | 15 |
Power and IR drop assume default switching activity.
