File: /design/flow/design.v
module ctrl_unit (
   input   [31:0]     	instr_i,
   input	 			bl_less_i,
   input	 			bl_equal_i,
    output       bl_sel_o,
	output		 bl_unsigned_o,
	output		 rd_wren_o,
	output [1:0] op_a_sel_o,
	output		 op_b_sel_o,
	output [3:0] alu_op_o,
	output		 mem_wren_o,
	output [1:0] wb_sel_o
);
	wire [4:0] opcode = instr_i[6:2];
	wire [2:0] funct3 = instr_i[14:12];
	wire	  inst_30  = instr_i[30];
	assign bl_sel_o = (
		opcode == 5'b11000 && 
			( 
			  (funct3 == 3'b000 && bl_equal_i) 	||
			  (funct3 == 3'b001 && !bl_equal_i) ||
			  (funct3 == 3'b100 && bl_less_i)   ||
			  (funct3 == 3'b101 && (!bl_less_i || bl_equal_i))  ||
			  (funct3 == 3'b110 && bl_less_i)   ||
			  (funct3 == 3'b111 && (!bl_less_i  || bl_equal_i))
			)
	) || opcode == 5'b11011 || opcode == 5'b11001;
	assign bl_unsigned_o = (opcode == 5'b11000 && (funct3 == 3'b110 ||funct3 == 3'b111 ) );	
	assign rd_wren_o = !(opcode == 5'b11000 || opcode == 5'b01000);
	assign op_a_sel_o = (opcode == 5'b11000) || 
		              	(opcode == 5'b00101) || 
			      		(opcode == 5'b11011) ? 2'b01 :
						(opcode == 5'b01101) ? 2'b10 : 2'b00;
	assign op_b_sel_o = !(opcode == 5'b01100);
	assign alu_op_o = 
			(opcode == 5'b01100 && funct3 == 3'h0 && !inst_30) || 
				(opcode == 5'b00100 && funct3 == 3'h0)  						? 4'h0 :
			(opcode == 5'b01100 && funct3 == 3'h0 &&  inst_30) 					? 4'h1 :
			(opcode == 5'b01100 && funct3 == 3'h1) ||
				(opcode == 5'b00100 && funct3 == 3'h1)							? 4'h2 :
			(opcode == 5'b01100 && funct3 == 3'h2) || 
				(opcode == 5'b00100 && (funct3 == 3'h2 || funct3 == 3'h3))	    ? 4'h3 :
			(opcode == 5'b01100 && funct3 == 3'h3)	     						? 4'h4 :
			(opcode == 5'b01100 && funct3 == 3'h4) || 
				(opcode == 5'b00100 && (funct3 == 3'h4))	     				? 4'h5 :
			((opcode == 5'b01100 || opcode == 5'b00100) 
				&& funct3 == 3'h5 && !inst_30)										? 4'h6 :
			((opcode == 5'b01100 || opcode == 5'b00100 ) 
				&& funct3 == 3'h5 &&  inst_30) 									? 4'h7 :
			(opcode == 5'b01100 && funct3 == 3'h6) ||
				(opcode == 5'b00100 && (funct3 == 3'h6))	     				? 4'h8 :
			(opcode == 5'b01100 && funct3 == 3'h7)	||
			   	(opcode == 5'b00100 && (funct3 == 3'h7))						? 4'h9 : 4'h0 ;
	assign mem_wren_o = (opcode == 5'b01000);
	assign wb_sel_o = 
			(opcode == 5'b01100) || 
			(opcode == 5'b01101) ||
			(opcode == 5'b00100 && funct3 == 3'b000) || 
			(opcode == 5'b00100) ||	
			(opcode == 5'b00101)						? 2'b00 : 
			(opcode == 5'b00000) 						? 2'b01 :
			(opcode == 5'b11011 || opcode == 5'b11001)  ? 2'b10 : 2'b11;
	wire _unused_ok = &{1'b0,
                    instr_i[31],
                    instr_i[29:15],
					instr_i[11:7],
					instr_i[1:0],  
                	1'b0};
endmodule : ctrl_unit
File: /design/flow/run.sh
#!/bin/bash
# OpenROAD 26Q1-2900-gdf79404cd8, Yosys 0.63+post, stock flow scripts
make -C /OpenROAD-flow-scripts/flow DESIGN_CONFIG=/design/flow/config.mk WORK_HOME=/design/flow/orfs finish
File: /design/flow/config.mk
export PLATFORM = sky130hd
export DESIGN_NAME = ctrl_unit
export DESIGN_NICKNAME = ctrl_unit
export VERILOG_FILES = /design/flow/design.v
export SDC_FILE = /design/flow/constraint.sdc
export NUM_CORES = 4
export LEC_CHECK = 1
export CORE_AREA = 10 10 70 70
export DIE_AREA = 0 0 80 80
File: /design/flow/constraint.sdc
current_design ctrl_unit

set clk_period 2.6
set clk_io_pct 0.2

create_clock -name clk0 -period $clk_period

set non_clock_inputs [all_inputs -no_clocks]
set_input_delay [expr $clk_period * $clk_io_pct] -clock clk0 $non_clock_inputs
set_output_delay [expr $clk_period * $clk_io_pct] -clock clk0 [all_outputs]
==> impl_metrics.py <==
# Generated from Yosys and OpenROAD reports
metrics = {
    "run_status": {
        "run_status": "complete, no violations",
    },
    "hold_path": {
        "whs_path_depth": 3,
        "hp-class": "input pin to primary output",
        "min_from": "instr_i[5]",
    },
    "final_timing": {
        "maxSlewHeadroom_pct": 82.81,
        "finalSetupViolCount": 0,
        "maxSlewViolCount": 0,
        "finalHoldViolations": 0,
        "fin_crit_sh_pct": 97.11,
        "rsz0062_at_grt": "true",
        "max_slew.worst_pin.slew_ns": 0.2557,
        "min_period_ns": 2.525,
        "fmax_ghz": 0.3961,
    },
    "place": {
        "gp_congestion": 0.7827,
        "portBuffers": 24,
        "hpwl_um": 1051,
        "dpl_cell_area_sq_um": 619.3,
    },
    "worst_setup_path": {
        "cp.arrival_ns": 2.00,
        "path_class": "input pin to primary output",
        "crit_path_start_kind": "input pin",
        "startpoint": "instr_i[13]",
        "cp-end-kind": "primary output",
        "critPathMaxFanout": 5,
        "required_ns": 2.08,
    },
    "global_route": {
        "grt_max_degree": 7,
        "met2_usage_pct": 5.538,
        "use_met3_pct": 1.591,
        "grt_pass1_wl_um": 1897,
        "busiest_layer": "met2",
        "grt_pass1_vias": 412,
        "antenna_found_initial": 0,
        "grtUsageTotal_pct": 3.486,
        "grt_overflow": 0,
        "grt_util_met1_pct": 4.483,
    },
    "cells_and_area": {
        "finish.instance_area_sq_um": 631.9,
        "drive_above_1_share_pct": 26.32,
        "most-common-layout-cells": "clkdlybuf4s50_1, buf_4, nor2_1",
        "flops": 0,
        "clockBufferCount": 0,
        "regArea_sq_um": 0,
        "nFillCells": 386,
        "lay_top_count": "clkdlybuf4s50_1",
        "syn_to_final_growth_pct": 167.2,
    },
    "drt": {
        "wl_per_cell_um": 9.533,
        "routed_via_density": 3.352,
        "vias": 409,
        "ant_nets": 0,
        "antennaDiodeCount": 0,
        "routed_wl_um": 1163,
        "dr.pass1.iters": 2,
        "drtIter0Drc": 8,
        "drc_errors": 0,
    },
    "yosys": {
        "yosys_cells": 41,
        "ys_types": 24,
        "ys_chip_area_sq_um": 236.5,
        "syn_area_sq_um": 236.5,
        "yosysWarnings": 0,
        "synth_area_per_cell_sq_um": 5.768,
        "syn_inst": 41,
        "ys_seq_share_pct": 0,
    },
    "pwr": {
        "p_leak_nw": 0.2579,
        "ir_worst_vdd_uv": 19.50,
        "total_power_w": 0.00006958,
        "p_per_area_nw_per_um2": 110.1,
    },
    "job": {
        "max_cap_violations": 0,
        "warning_count": 56,
    },
    "floorplanning": {
        "coreArea_sq_um": 3416,
        "initCoreUtil_pct": 6.923,
        "dieHeight_um": 80,
        "chipArea_sq_um": 6400,
        "std_cell_rows": 21,
        "io_pins": 47,
        "die_x_um": 80,
    },
    "clock_tree": {
        "postCtsSetupBuffers": 0,
    },
}
-- metal layers --
metal / part of all wire (%) / vias to the layer above
met5: 0 / -
met4: 0 / 0
met2: 40 / 14
li1: - / 219
met1: 47 / 176
met3: 13 / 0
-- report_power, final --
part,internal [W],leakage [nW],switching (W)
logic,0.0000424,0.258,0.0000272
registers,0,0,0
clock network,0,0,0
-- timing repair --
item                                    in CTS  in global routing
endpoints found under the setup margin       6                  3
hold buffers                                 0                  0
endpoints found under the hold margin        0                  0
resized                                     10                  2
-- worst paths after layout --
| kind | endpoint | slack, ns |
|---|---|---|
| worst min-delay path | op_a_sel_o[0] | 1.67 |
| worst max-delay path | alu_op_o[0] | 0.08 |
-- synth_stat cells, drive strengths merged (2+ instances only) --
| cell type | count | share of area (%) |
|---|---|---|
| inv | 3 | 4.8 |
| nand2 | 5 | 7.9 |
| nand2b | 3 | 11 |
| nor2 | 9 | 14 |
| nor2b | 2 | 5.3 |
| o21ai | 3 | 6.3 |
| o22ai | 2 | 5.3 |
-- critical path: stages --
cell and delay, ns:
clkdlybuf4s50_1 0.42, buf_4 0.16, nand2_1 0.11, o21ai_0 0.10, a211oi_2 0.20, clkdlybuf4s50_1 0.50
-- cells by family after synthesis --
group	Yosys count	share of synthesized area [%]
AOI/OAI and AO/OA	12	37.56
xor gates and xnor gates	1	3.704
buffers and inverters	4	6.876
and+or+nand+nor	24	51.85
-- final cells by class --
type	count	area, sq um	share of cell area (%)
inverter	3	11.26	1.782
multi-input combinational	37	241.5	38.22
timing repair buffer	36	321.6	50.89
tap	46	57.56	9.109
-- per-stage QoR --
step	worst slack [ns]	hold WS, ns	utilization [%]	TNS, ns	std cells
after floorplan	0.8760	1.053	-	0	41
after global placement	-0.2577	2.028	18.13	-0.4520	122
after detailed placement	-0.2556	2.034	18.13	-0.5176	122
after CTS	0.05368	1.688	18.28	0	122
after global routing	-0.001072	1.726	18.50	-0.001072	122
final	0.07514	1.672	18.50	0	122
Power is estimated from default activity; no workload was simulated.
